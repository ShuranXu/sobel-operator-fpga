==> flow/design.v <==
`timescale 1ps/1ps
`timescale 1ps/1ps
`timescale 1ps/1ps
module fifo_single_line_buffer (
    input clk,
    input rst,
    input we_i,
    input [7:0] data_i,
    output [7:0] data_o,
    output done_o
);
    parameter DEPTH = 128;
    reg [7:0] mem [DEPTH - 1: 0];
    reg [9:0] wr_pointer;  
    reg [9:0] rd_pointer;
    reg [9:0] iCounter;
    assign done_o = (iCounter == DEPTH) ? 1'b1 : 1'b0;
    assign data_o = mem[rd_pointer];
    always @(posedge clk) begin
        if(rst) begin
            iCounter <= 10'b0;
        end else begin
            if(we_i == 1'b1) begin
                iCounter <= (iCounter == DEPTH ) ? iCounter : iCounter + 10'b1;
            end
        end
    end
    always @(posedge clk) begin
        if(rst) begin
            wr_pointer <= 10'b0;
        end else begin
            if(we_i == 1'b1) begin
                mem[wr_pointer] <= data_i;
                wr_pointer <= (wr_pointer == DEPTH - 1) ? 0 : wr_pointer + 10'b1;
            end
        end
    end
    always @(posedge clk) begin
        if(rst) begin
            rd_pointer <= 10'b0;
        end else begin
            if(iCounter == DEPTH) begin
                rd_pointer <= (rd_pointer == DEPTH - 1) ? 0 : rd_pointer + 10'b1;
            end
        end
    end
endmodule
module fifo_double_line_buffer (
    input clk,
    input rst,
    input we_i,
    input [7:0] data_i,
    output [7:0] data0_o,
    output [7:0] data1_o,
    output [7:0] data2_o,
    output done_o
);
wire [7:0] fifo1_data, fifo2_data;
wire fifo1_done, fifo2_done;
assign data0_o = data_i;
assign data1_o = fifo1_data;
assign data2_o = fifo2_data;
assign done_o = fifo1_done;
fifo_single_line_buffer FIFO_SINGLE_LINE_BUFFER_01 (
    .clk(clk),
    .rst(rst),
    .we_i(we_i),
    .data_i(data_i),
    .data_o(fifo1_data),
    .done_o(fifo1_done)
);
fifo_single_line_buffer FIFO_SINGLE_LINE_BUFFER_02 (
    .clk(clk),
    .rst(rst),
    .we_i(fifo1_done),
    .data_i(fifo1_data),
    .data_o(fifo2_data),
    .done_o(fifo2_done)
);
endmodule
`timescale 1ps/1ps
module sobel_data_modulate (
    input clk,
    input rst,
    input [7:0] d0_i,  
    input [7:0] d1_i,  
    input [7:0] d2_i,  
    input done_i,
    output reg [7:0] d0_o,
    output reg [7:0] d1_o,
    output reg [7:0] d2_o,
    output reg [7:0] d3_o,
    output reg [7:0] d4_o,
    output reg [7:0] d5_o,
    output reg [7:0] d6_o,
    output reg [7:0] d7_o,
    output reg [7:0] d8_o,
    output done_o
);
localparam ROWS = 128;
localparam COLS = 128;
reg [9:0] iRows, iCols;
reg [7:0] data0, data1, data2, data3, data4, data5, data6, data7, data8;
reg [7:0] iCounter;
assign done_o = (iCounter == 2) ? 1'b1 : 1'b0;
always @(posedge clk) begin
    if(rst) begin
        iRows <= 10'b0;
        iCols <= 10'b0;
    end else begin
        if(done_o == 1'b1) begin
            iCols <= (iCols == COLS - 1) ? 0 : iCols + 1;
            if(iCols == COLS - 1) 
                iRows <= (iRows == ROWS - 1) ? 0 : iRows + 1;
        end
    end
end
always @(*) begin
    if(rst) begin
        d0_o = 0;
        d1_o = 0;
        d2_o = 0;
        d3_o = 0;
        d4_o = 0;
        d5_o = 0;
        d6_o = 0;
        d7_o = 0;
        d8_o = 0;
    end else begin
        if(done_o == 1'b1) begin
            if(iRows == 0 && iCols == 0) begin
                d0_o = 0;
                d1_o = 0;
                d2_o = 0;
                d3_o = 0;
                d4_o = data4;
                d5_o = data5;
                d6_o = 0;
                d7_o = data7;
                d8_o = data8;
            end else if(iRows == 0 && iCols > 0 && iCols < COLS - 1) begin
                d0_o = 0;
                d1_o = 0;
                d2_o = 0;
                d3_o = data3;
                d4_o = data4;
                d5_o = data5;
                d6_o = data6;
                d7_o = data7;
                d8_o = data8;
            end else if(iRows == 0 && iCols == COLS - 1) begin
                d0_o = 0;
                d1_o = 0;
                d2_o = 0;
                d3_o = data3;
                d4_o = data4;
                d5_o = 0;
                d6_o = data6;
                d7_o = data7;
                d8_o = 0;
            end else if(iRows > 0 && iRows < ROWS - 1 && iCols == 0) begin
                d0_o = 0;
                d1_o = data1;
                d2_o = data2;
                d3_o = 0;
                d4_o = data4;
                d5_o = data5;
                d6_o = 0;
                d7_o = data7;
                d8_o = data8;
            end else if(iRows > 0 && iRows < ROWS - 1 && iCols > 0 && iCols < COLS - 1) begin
                d0_o = data0;
                d1_o = data1;
                d2_o = data2;
                d3_o = data3;
                d4_o = data4;
                d5_o = data5;
                d6_o = data6;
                d7_o = data7;
                d8_o = data8;
            end else if(iRows > 0 && iRows < ROWS - 1 && iCols == COLS - 1) begin
                d0_o = data0;
                d1_o = data1;
                d2_o = 0;
                d3_o = data3;
                d4_o = data4;
                d5_o = 0;
                d6_o = data6;
                d7_o = data7;
                d8_o = 0;
            end else if(iRows == ROWS - 1 && iCols == 0) begin
                d0_o = 0;
                d1_o = data1;
                d2_o = data2;
                d3_o = 0;
                d4_o = data4;
                d5_o = data5;
                d6_o = 0;
                d7_o = 0;
                d8_o = 0;
            end else if(iRows == ROWS - 1 && iCols > 0 && iCols < COLS - 1) begin
                d0_o = data0;
                d1_o = data1;
                d2_o = data2;
                d3_o = data3;
                d4_o = data4;
                d5_o = data5;
                d6_o = 0;
                d7_o = 0;
                d8_o = 0;
            end else if(iRows == ROWS - 1 && iCols == COLS - 1) begin
                d0_o = data0;
                d1_o = data1;
                d2_o = 0;
                d3_o = data3;
                d4_o = data4;
                d5_o = 0;
                d6_o = 0;
                d7_o = 0;
                d8_o = 0;
            end
        end
    end
end
always @(posedge clk) begin
    if(rst) begin
        iCounter <= 8'b0;
    end else begin
        if(done_i == 1'b1) begin
            iCounter <= (iCounter == 2) ? iCounter : iCounter + 8'b1;
        end
    end
end
always @(posedge clk) begin
    if(rst) begin
        data0 <= 8'b0;
        data1 <= 8'b0;
        data2 <= 8'b0;
        data3 <= 8'b0;
        data4 <= 8'b0;
        data5 <= 8'b0;
        data6 <= 8'b0;
        data7 <= 8'b0;
        data8 <= 8'b0;
    end else begin
        if(done_i == 1'b1) begin
            data0 <= data1;
            data1 <= data2;
            data2 <= d2_i;
            data3 <= data4;
            data4 <= data5;
            data5 <= d1_i;
            data6 <= data7;
            data7 <= data8;
            data8 <= d0_i;
        end
    end
end
endmodule
module sobel_data_buffer (
    input clk,
    input rst,
    input [7:0] grayscale_i,
    input done_i,
    output [7:0] d0_o,
    output [7:0] d1_o,
    output [7:0] d2_o,
    output [7:0] d3_o,
    output [7:0] d4_o,
    output [7:0] d5_o,
    output [7:0] d6_o,
    output [7:0] d7_o,
    output [7:0] d8_o,
    output done_o
);
wire [7:0] double_line_buffer_data0;
wire [7:0] double_line_buffer_data1;
wire [7:0] double_line_buffer_data2;
wire double_line_buffer_done;
fifo_double_line_buffer FIFO_DOUBLE_LINE_BUFFER (
    .clk(clk),
    .rst(rst),
    .we_i(done_i),
    .data_i(grayscale_i),
    .data0_o(double_line_buffer_data0),
    .data1_o(double_line_buffer_data1),
    .data2_o(double_line_buffer_data2),
    .done_o(double_line_buffer_done)
);
sobel_data_modulate SOBEL_DATA_MODULATE(
    .clk(clk),
    .rst(rst),
    .d0_i(double_line_buffer_data0), 
    .d1_i(double_line_buffer_data1),
    .d2_i(double_line_buffer_data2),
    .done_i(double_line_buffer_done),
    .d0_o(d0_o),
    .d1_o(d1_o),
    .d2_o(d2_o),
    .d3_o(d3_o),
    .d4_o(d4_o),
    .d5_o(d5_o),
    .d6_o(d6_o),
    .d7_o(d7_o),
    .d8_o(d8_o),
    .done_o(done_o)
);
endmodule
==> flow/run.sh <==
#!/bin/bash
# OpenROAD 26Q1-2900-gdf79404cd8, Yosys 0.63+post, stock flow scripts
make -C /OpenROAD-flow-scripts/flow DESIGN_CONFIG=/design/flow/config.mk WORK_HOME=/design/flow/orfs finish
==> flow/config.mk <==
export PLATFORM = sky130hd
export DESIGN_NAME = sobel_data_buffer
export DESIGN_NICKNAME = sobel_data_buffer
export VERILOG_FILES = /design/flow/design.v
export SDC_FILE = /design/flow/constraint.sdc
export NUM_CORES = 4
export LEC_CHECK = 1
export CORE_UTILIZATION = 30
==> flow/constraint.sdc <==
current_design sobel_data_buffer

set clk_period 24.3
set clk_io_pct 0.2

create_clock -name clk0 -period $clk_period [get_ports {clk}]

set non_clock_inputs [all_inputs -no_clocks]
set_input_delay [expr $clk_period * $clk_io_pct] -clock clk0 $non_clock_inputs
set_output_delay [expr $clk_period * $clk_io_pct] -clock clk0 [all_outputs]
==> Changelog: implementation <==
## Flow update

* Run status: complete, no violations
* First-pass GRT wire length at 331000 um
* Ys flop type: edfxtp_1
* Drt via density at 5.05
* Num CTS Buffers at 210
* Arr. time, crit path at 3210 ps
* Final critical-path setup slack at 16230 ps
* YS warnings at 2
* Initial antenna violation count at 2
* Switching share of total power at 19.7%
* Gpl congestion at 0.923
* Leakage at 30.1 nW
* Crit path kind: flop to output port
* Die Height at 545 um
* Number of max-cap violations at 0
* Number of global-route vias before repair at 50110
* Post-cts sizing count at 0
* Max Root-Sink Buffers at 3
* Fin. Hold Viols at 0
* Syn Area/Cell at 17.9 um2
* Register pins left without a clock at 72
* Clock Skews at 53.2 ps
* Final slew viol count at 0
* Pre-Repair DR Iteration Count at 5
* RSZ-0062 raised after global routing: false
* Post-synthesis cell area at 88400 um2
* Top fanout value on the critical path at 10
* Die area at 297000 um2
* Die W at 545 um
* FP Core Util at 30.3%
* Ys flops at 2287
* Pre-CTS WS at 16270 ps
* Routed wire per std cell at 24.6 um
* # Cells Yosys at 4939
* Sw Pwr at 0.00152 W
* Post-synth area hogs: edfxtp_1, mux4_2, dfxtp_1, mux2i_1, nor2_1
* Yosys top cell by area: edfxtp_1
* Area of the core at 292000 um2
* Final setup TNS at 0 ps
* H-tree levels at 4
* Core Util, Final at 34.6%
* CP endpoint kind: output port
* Clk pwr share at 44.6%
* Sum of buffers and inverters on the critical path at 2
* Endpoints left unconstrained at 144
* Synth async-reset ratio at 0%
* Max Freq at 124 MHz
* Slew @ Worst Pin at 1050 ps
* P_int at 0.00618 W
* Min-Delay Path Class: flop to flop
* DR iter-0 viols at 3382
* Aggregate global-route resource usage at 16.2%
* I/O Buffers at 83
* VDD IR max at 0.0766 mV
* Yosys synthesis chip area at 88400 um2
* Total grt overflow at 0
* Final wirelength at 225000 um
* Post-CTS setup buffer count at 0
* Non-filler cells, final at 9169
* CTS hold repair buffers at 0
* CTS tree: built
* Post-synthesis instance total at 4939
* Post-layout period usage at 33.2%
* Final setup vio count at 0
* Clock Tree Root: clkbuf_16
* Largest net degree at the start of global routing at 110
* I/O Pins at 84
* Logic gate share of total power at 1.3%
* Tot Pwr at 0.00770 W
* Placed cell count at 8775
* Tool warnings at 35
* Share of layout cells above drive strength 1 at 17.2%
* Critical Path Max Stage Delay at 790 ps
* Library cells used by synthesis at 72
* Share of the synthesized area in the top cell type at 69.6%
* Rel. slew slack at 29.5%
* Commonest Layout Cell: edfxtp_1
* CP max stage cell: clkdlybuf4s50_1
* Pwr Density at 76.2 nW/um2
* Residual DRC at 0
* Antenna Nets Post-Route at 0
* Crit-path cells: inv_1 -> ha_1 -> or4b_4 -> nor4_4 -> clkdlybuf4s50_1
* Worst setup SP type: flop
* Required time worst endpoint at 19440 ps
* Clock-pin slew on the worst setup and hold paths at 60 ps
* Syn-to-layout area delta at 14.4%
* Count of library flops with an enable pin at 2048
* Flop pwr share at 54.1%
* HPWL after DPL at 142000 um
* Dominant logic cell types in the final layout: edfxtp_1, nor2_1, mux4_2
* Clk ins delay skew pair at 870 ps
* Core Rows at 198
* Cell family with most CP delay: simple AND/OR/NAND/NOR gates
* Min Tclk post-route at 8070 ps
* Vias at 46327
-- routing by layer --
metal | wire length (um) | track usage [%]
met4 | 5720 | 3.52
met3 | 34800 | 11.6
met5 | 79 | 0.244
met2 | 105000 | 24.4
met1 | 80100 | 19.2
-- tightest hold or removal path, stage by stage, from the launching register on --
cell,delay [ps]
dfxtp_1,300
nand2_1,50
a21oi_1,50
-- state kept, by name (all words and copies together) (netlist names), 10 cells and up, named ones only --
signal                                                       count
SOBEL_DATA_MODULATE.iRows                                       10
FIFO_DOUBLE_LINE_BUFFER.FIFO_SINGLE_LINE_BUFFER_02.mem        1024
FIFO_DOUBLE_LINE_BUFFER.FIFO_SINGLE_LINE_BUFFER_01.mem        1024
FIFO_DOUBLE_LINE_BUFFER.FIFO_SINGLE_LINE_BUFFER_02.iCounter     10
SOBEL_DATA_MODULATE.iCols                                       10
FIFO_DOUBLE_LINE_BUFFER.FIFO_SINGLE_LINE_BUFFER_01.iCounter     10
-- power by group through the flow --
stage	Clock [W]	Combinational, W	Sequential, W
4_1_cts	0.00350	0.000102	0.00416
5_1_grt	0.00364	0.000109	0.00416
6_report	0.00344	0.0000998	0.00416
-- per-stage QoR --
step	area (um2)	hold slack, ps
finish	101000	450
global route	101000	473
CTS	101000	452
detailed placement	93800	443
global placement	93800	438
floorplan	88400	427
-- cell families after synthesis --
group | count (synthesis) | share of synthesized area, %
fa+ha+maj | 14 | 0.198
buf+inv | 292 | 1.76
xor+xnor | 71 | 0.704
mux | 687 | 13.2
flops | 2215 | 73.4
latches | 72 | 1.22
compound gates | 580 | 4.35
simple gates | 1008 | 5.23
-- synth_stat cells, types with 8 or more instances --
master	count
o22a_1	10
buf_2	83
o22ai_1	80
nor2b_1	29
dlxtn_1	72
xnor2_1	18
o221ai_1	50
dfxtp_1	167
a211oi_1	38
a21oi_1	123
o211ai_1	9
a2111oi_0	10
or3_1	8
a21boi_0	18
buf_4	32
edfxtp_1	2048
and3_1	37
mux2_2	12
ha_1	14
a2bb2oi_1	8
buf_1	11
nor3_1	59
nand4_1	36
mux2i_1	297
mux4_2	378
o32ai_1	9
nand3_1	56
xor2_1	53
nand3b_1	8
buf_6	17
and2_1	57
clkbuf_1	122
o211a_1	8
a31oi_1	18
nor2_1	407
inv_1	15
o21ai_0	93
a22oi_1	77
nand2_1	254
nor4_1	12
-- final timing paths --
check | start | to | slack, ps | cells after the start
worst max-delay path | SOBEL_DATA_MODULATE.iCounter[0] | done_o | 16230 | 5
worst min-delay path | SOBEL_DATA_MODULATE.data3[6] | SOBEL_DATA_MODULATE.data3[6] | 450 | 2
worst max register to register | flop | flop | 18270 | 12
worst min register to register | SOBEL_DATA_MODULATE.data3[6] | SOBEL_DATA_MODULATE.data3[6] | 450 | 2
-- area by class of cell --
class	count	area, um2
Inverter	19	71.3
Timing Repair Buffer	209	1830
Clock inverter	138	1770
Sequential cell	2287	65900
Fill cell	26936	191000
Antenna cell	1	2.50
Clock buffer	255	5590
Multi-Input combinational cell	2360	21000
Tap cell	3900	4880
Power is estimated from default activity; no workload was simulated.
