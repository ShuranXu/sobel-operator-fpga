==> design/flow/design.v <==
`timescale 1ps/1ps
module sobel_calc (
    input clk,
    input rst,
    input [7:0] d0_i,
    input [7:0] d1_i,
    input [7:0] d2_i,
    input [7:0] d3_i,
    input [7:0] d4_i,
    input [7:0] d5_i,
    input [7:0] d6_i,
    input [7:0] d7_i,
    input [7:0] d8_i,
    input done_i,
    output reg [7:0] grayscale_o,
    output done_o
);
reg [9:0] gx_p;  
reg [9:0] gx_n;  
reg [9:0] gx_d;  
reg [9:0] gy_p;  
reg [9:0] gy_n;  
reg [9:0] gy_d;  
reg [9:0] g_sum;  
reg [3:0] done_shift;
localparam THRESHOLD = 60;
always @(posedge clk) begin
    if(rst) begin
        gx_p <= 0;
        gx_n <= 0;
    end else begin
        gx_p <= d6_i + (d3_i << 1) + d0_i;
        gx_n <= d8_i + (d5_i << 1) + d2_i;
    end
end
always @(posedge clk) begin
    if(rst) begin
        gy_p <= 0;
        gy_n <= 0;
    end else begin
        gy_p <= d0_i + (d1_i << 1) + d2_i;
        gy_n <= d6_i + (d7_i << 1) + d8_i;
    end
end
always @(posedge clk) begin
    if(rst) begin
        gx_d <= 0;
        gy_d <= 0;
    end else begin
        gx_d <= (gx_p >= gx_n) ? (gx_p - gx_n) : (gx_n - gx_p);
        gy_d <= (gy_p >= gy_n) ? (gy_p - gy_n) : (gy_n - gy_p);
    end
end
always @(posedge clk) begin
    if(rst) begin
        g_sum <= 0;
    end else begin
        g_sum <= gx_d + gy_d;
    end
end
always @(posedge clk) begin
    if(rst) begin
        grayscale_o <= 0;
    end else begin
        grayscale_o <=(g_sum >= THRESHOLD) ? 8'd255 : g_sum[7:0];
    end
end
always @(posedge clk) begin
    if(rst) begin
        done_shift <= 0;
    end else begin
        done_shift <= {done_shift[2:0], done_i};
    end
end
assign done_o = done_shift[3];
endmodule
==> design/flow/run.sh <==
#!/bin/bash
# OpenROAD 26Q1-2900-gdf79404cd8, Yosys 0.63+post, stock flow scripts
make -C /OpenROAD-flow-scripts/flow DESIGN_CONFIG=/design/flow/config.mk WORK_HOME=/design/flow/orfs finish
==> design/flow/config.mk <==
export PLATFORM = sky130hd
export DESIGN_NAME = sobel_calc
export DESIGN_NICKNAME = sobel_calc
export VERILOG_FILES = /design/flow/design.v
export SDC_FILE = /design/flow/constraint.sdc
export NUM_CORES = 4
export LEC_CHECK = 1
export CORE_UTILIZATION = 30
==> design/flow/constraint.sdc <==
current_design sobel_calc

set clk_period 5.9
set clk_io_pct 0.2

create_clock -name clk0 -period $clk_period [get_ports {clk}]

set non_clock_inputs [all_inputs -no_clocks]
set_input_delay [expr $clk_period * $clk_io_pct] -clock clk0 $non_clock_inputs
set_output_delay [expr $clk_period * $clk_io_pct] -clock clk0 [all_outputs]
==> results_slide.txt <==
Physical Implementation Snapshot

Drt
  – Post-Route WL: 13500 um
  – Via-to-Cell Ratio: 4.58
  – Remaining antenna violation count: 0
  – # DRC: 0
  – N_diodes: 0
  – Initial drt markers: 143
  – DR WL/cell: 13.4 um
  – Drt first pass iters: 4
  – Detailed-route via count: 4598

Worst hold path
  – Worst hold path type: flop to flop

Placed design
  – I/O Buffers: 75
  – Dpl hpwl: 11300 um
  – RD Place Congestion: 0.894

Critical path
  – Critical Path RT: 6130 ps
  – Max FO, Critical Path: 2
  – Setup crit end kind: flop
  – Worst setup path class: primary input to flop
  – Buf+Inv Stages, Crit Path: 3
  – WP data arrival: 4180 ps
  – Worst path max stage delay: 570 ps
  – Worst path cell trace: clkdlybuf4s50_1 -> inv_1 -> fa_1 -> inv_1 -> ha_1 -> fa_1 -> a21o_1 -> a21oi_1 -> nor2b_1 -> o21a_1 -> o21a_1 -> o31a_1
  – Top delay family on crit path: adder cells
  – Startpoint Class: primary input
  – Slowest stage cell on the critical path: clkdlybuf4s50_1

Clock tree
  – Clock buffer depth: 2
  – Hold-fix buffers, CTS: 0
  – CTS root buf: clkbuf_16
  – CTS Buf Count: 9
  – CTS tree: yes
  – H-Tree Depth: 3
  – Post-CTS Setup Inserts: 0
  – Clk ins delay skew pair: 340 ps
  – Sink Count: 82
  – Clock-pin slew on the worst setup and hold paths: 60 ps
  – CTS resizes: 0

Timing
  – Max Clk Rate: 253 MHz
  – Clock skew: 6.38 ps
  – Final Hold Viols: 0
  – Max-slew headroom: 0.606
  – Tmin final: 3950 ps
  – Final setup vio count: 0
  – RSZ-0062 raised after global routing: false
  – Max-slew violation count: 0
  – Slew @ Worst Pin: 583 ps
  – Min Hold Slack: 429 ps
  – Setup TNS: 0 ps
  – Final period util: 0.670

Finish
  – Share of layout cells above drive strength 1: 0.0623
  – Area Growth Syn to Fin: 21.6%
  – # fillers: 1940

Status
  – Status: completed

Logic synthesis
  – Main logic family after synthesis: adder cells
  – Mux area share: 0.0329
  – Ys async rst share: 0
  – Adder Share, Synth: 0.290
  – Synth Warn #: 1
  – Yosys Chip Area: 0.00613 mm^2
  – Area fraction in compound gates: 0.167
  – Ys cells: 659
  – Post-synth EDFFs: 0
  – Register area share after synthesis: 0.268
  – Dominant synthesized flop cell: dfxtp_1
  – Syn Std Cell Area: 0.00613 mm^2
  – Cell count after synthesis: 659
  – Synth unique cells: 65
  – Post-Synth Simple-Gate Area: 0.150
  – Post-synthesis register bit count: 82
  – Post-Synth XOR/XNOR Area: 0.0386
  – Syn avg cell area: 9.30 um^2

Job
  – Max cap viols: 0
  – OpenROAD warning count: 51

Floorplanning
  – Die Height: 145 um
  – DIE AREA: 0.0210 mm^2
  – Die width: 145 um
  – Core Rows: 51
  – Initial Util: 0.311
  – Ports: 84
  – CORE AREA: 0.0197 mm^2

Global route
  – Global-route wire length before repair: 22500 um
  – Initial antenna violation count: 1
  – Vias in the first global route: 4533
  – Grt total ovfl: 0
  – Largest net degree at the start of global routing: 45
  – GR Util All Layers: 0.137

Power and ir drop
  – Pleak: 3.20 nW
  – Cell Pwr Density: 392 mW/mm^2
  – Worst IR Drop VDD: 0.000163 V
-- synthesized netlist by cell type (all sizes together), types with 10 or more instances --
cell	n	share of area
ha	83	0.17
dfxtp	82	0.27
nor2	81	0.051
inv	68	0.042
nor2b	42	0.044
fa	37	0.12
a21oi	36	0.031
o21ai	33	0.030
nor3	25	0.022
xor2	15	0.021
a21o	14	0.017
o21a	13	0.016
nand2	12	0.0078
xnor2	12	0.017
mux2	11	0.021
a221oi	10	0.017
-- path summary, 6_finish.rpt --
| path | depth (start not counted) | slack [ps] | endpoint | from |
|---|---|---|---|---|
| worst max-delay path | 12 | 1950 | gx_p[9]$_SDFF_PP0_ | d0_i[1] |
| worst min-delay path | 1 | 430 | grayscale_o[0]$_SDFF_PP0_ | g_sum[0]$_SDFF_PP0_ |
| worst max register to register | 9 | 3350 | gy_d[8]$_SDFF_PP0_ | gy_p[0]$_SDFF_PP0_ |
| worst min register to register | 1 | 430 | grayscale_o[0]$_SDFF_PP0_ | g_sum[0]$_SDFF_PP0_ |
-- logic make-up after synthesis --
family	Yosys count
adder cells (fa/ha/maj)	120
buffers and inverters	82
AND/OR/NAND/NOR	184
XOR/XNOR	27
AND-OR/OR-AND	146
flip-flops	82
multiplexers	18
-- sequential cells by signal, indices dropped and copies added (netlist names) --
register,flops
done_shift,4
grayscale_o,8
gy_d,10
gy_n,10
gx_n,10
gy_p,10
gx_d,10
gx_p,10
g_sum,10
-- per-stage QoR --
stage	util	area [um^2]	cells	setup WS, ps	power (W)
finish	0.378	7450	1003	1950	0.00292
detailed placement	0.363	7150	987	1610	0.00236
global route	0.378	7450	1003	1800	0.00317
CTS	0.378	7450	1003	1950	0.00294
floorplan	-	6130	659	2430	0.00198
global placement	0.363	7150	987	1610	0.00236
-- cell usage in the layout, fill, tap and decap left out, types with 8 or more instances in the layout --
cell type	synthesis	routed
o21ai_0	26	26
a21oi_1	33	33
nand2_1	11	11
clkbuf_16	0	9
dfxtp_1	82	82
xor2_1	15	15
mux2_1	8	8
a21o_1	14	14
ha_1	83	83
inv_1	68	68
nor2_1	79	79
fa_1	37	37
nor3_1	24	24
xnor2_1	12	12
nor2b_1	41	41
o21a_1	13	13
clkdlybuf4s50_1	0	74
-- worst reg2reg max path, delay by kind of cell (launching register included) --
kind	cells	cell delay (ps)
AND-OR/OR-AND	3	680
adder cells (fa/ha/maj)	2	630
buffers and inverters	2	110
flip-flops	1	330
multiplexers	2	690
-- power by group --
group          total, W  switching (W)  internal [W]
combinational   0.00157       0.000838      0.000731
clock          0.000562       0.000231      0.000331
sequential     0.000788      0.0000686      0.000720
-- final cells by class --
cell class / instances / area, um^2 / share of cell area
Timing Repair Buffer: 77 / 761 / 0.102
Clock buffer: 9 / 225 / 0.0302
Clock inverter: 7 / 76.3 / 0.0102
Sequential cell: 82 / 1640 / 0.220
Multi-Input combinational cell: 495 / 4160 / 0.558
Tap cell: 265 / 332 / 0.0445
Inverter: 68 / 255 / 0.0343
-- routing by layer --
layer	vias up	part of all wire	wire, um	track usage
met5	-	0.00096	13	0
met4	2	0.013	176	0.0170
met3	16	0.055	745	0.0314
met2	121	0.44	5900	0.213
met1	2060	0.49	6650	0.203
li1	2399	-	-	-
Power is estimated from default activity; no workload was simulated.
